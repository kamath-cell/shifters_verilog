[flow/run.sh]
#!/bin/bash
# OpenROAD 26Q1-2900-gdf79404cd8, Yosys 0.63+post, stock flow scripts
make -C /OpenROAD-flow-scripts/flow DESIGN_CONFIG=/design/flow/config.mk WORK_HOME=/design/flow/orfs finish
[flow/config.mk]
export PLATFORM = sky130hd
export DESIGN_NAME = sll
export DESIGN_NICKNAME = sll
export VERILOG_FILES = /design/flow/design.v
export SDC_FILE = /design/flow/constraint.sdc
export NUM_CORES = 4
export LEC_CHECK = 1
export CORE_AREA = 10 10 75 75
export DIE_AREA = 0 0 85 85
[flow/constraint.sdc]
current_design sll

set clk_period 2.8
set clk_io_pct 0.2

create_clock -name clk0 -period $clk_period

set non_clock_inputs [all_inputs -no_clocks]
set_input_delay [expr $clk_period * $clk_io_pct] -clock clk0 $non_clock_inputs
set_output_delay [expr $clk_period * $clk_io_pct] -clock clk0 [all_outputs]
[flow/design.v]
module mux16(input wire[0:15] i,input wire[0:3] s,output wire o);
	wire  t0, t1;
	mux8 mux8_0(i[0:7],s[3],s[2],s[1],t0);
	mux8 mux8_1(i[8:15],s[3],s[2],s[1],t1);
	mux2 mux2_0(t0,t1,s[0],o);
endmodule
module invert4(input wire[0:3] i,output wire[0:3] o);
	invert invert_0(i[0],o[0]);
	invert invert_1(i[1],o[1]);
	invert invert_2(i[2],o[2]);
	invert invert_3(i[3],o[3]);
endmodule
module srl(input wire[15:0] in,input wire[3:0] shamt,output wire[15:0] out);
	wire[3:0] shamti;
	invert4 inv(shamt,shamti);
	mux16 m1({15'b0,in[15]},shamti,out[15]);
	mux16 m2({14'b0,in[15:14]},shamti,out[14]);
	mux16 m3({13'b0,in[15:13]},shamti,out[13]);
	mux16 m4({12'b0,in[15:12]},shamti,out[12]);
	mux16 m5({11'b0,in[15:11]},shamti,out[11]);
	mux16 m6({10'b0,in[15:10]},shamti,out[10]);
	mux16 m7({9'b0,in[15:9]},shamti,out[9]);
	mux16 m8({8'b0,in[15:8]},shamti,out[8]);
	mux16 m9({7'b0,in[15:7]},shamti,out[7]);
	mux16 m10({6'b0,in[15:6]},shamti,out[6]);
	mux16 m11({5'b0,in[15:5]},shamti,out[5]);
	mux16 m12({4'b0,in[15:4]},shamti,out[4]);
	mux16 m13({3'b0,in[15:3]},shamti,out[3]);
	mux16 m14({2'b0,in[15:2]},shamti,out[2]);
	mux16 m15({1'b0,in[15:1]},shamti,out[1]);
	mux16 m16(in,shamti,out[0]);
endmodule
module sll(input wire[15:0] in,input wire[3:0] shamt,output wire[15:0] out);
	mux16 m1(in,shamt,out[15]);
	mux16 m2({in[14:0],1'b0},shamt,out[14]);
	mux16 m3({in[13:0],2'b0},shamt,out[13]);
	mux16 m4({in[12:0],3'b0},shamt,out[12]);
	mux16 m5({in[11:0],4'b0},shamt,out[11]);
	mux16 m6({in[10:0],5'b0},shamt,out[10]);
	mux16 m7({in[9:0],6'b0},shamt,out[9]);
	mux16 m8({in[8:0],7'b0},shamt,out[8]);
	mux16 m9({in[7:0],8'b0},shamt,out[7]);
	mux16 m10({in[6:0],9'b0},shamt,out[6]);
	mux16 m11({in[5:0],10'b0},shamt,out[5]);
	mux16 m12({in[4:0],11'b0},shamt,out[4]);
	mux16 m13({in[3:0],12'b0},shamt,out[3]);
	mux16 m14({in[2:0],13'b0},shamt,out[2]);
	mux16 m15({in[1:0],14'b0},shamt,out[1]);
	mux16 m16({in[0],15'b0},shamt,out[0]);
endmodule
module sra(input wire[15:0] in,input wire[3:0] shamt,output wire[15:0] out);
	wire[3:0] shamti;
	invert4 inv(shamt,shamti);
	mux16 m1({in[15],in[15],in[15],in[15],in[15],in[15],in[15],in[15],in[15],in[15],in[15],in[15],in[15],in[15],in[15],in[15]},shamti,out[15]);
	mux16 m2({in[15],in[15],in[15],in[15],in[15],in[15],in[15],in[15],in[15],in[15],in[15],in[15],in[15],in[15],in[15:14]},shamti,out[14]);
	mux16 m3({in[15],in[15],in[15],in[15],in[15],in[15],in[15],in[15],in[15],in[15],in[15],in[15],in[15],in[15:13]},shamti,out[13]);
	mux16 m4({in[15],in[15],in[15],in[15],in[15],in[15],in[15],in[15],in[15],in[15],in[15],in[15],in[15:12]},shamti,out[12]);
	mux16 m5({in[15],in[15],in[15],in[15],in[15],in[15],in[15],in[15],in[15],in[15],in[15],in[15:11]},shamti,out[11]);
	mux16 m6({in[15],in[15],in[15],in[15],in[15],in[15],in[15],in[15],in[15],in[15],in[15:10]},shamti,out[10]);
	mux16 m7({in[15],in[15],in[15],in[15],in[15],in[15],in[15],in[15],in[15],in[15:9]},shamti,out[9]);
	mux16 m8({in[15],in[15],in[15],in[15],in[15],in[15],in[15],in[15],in[15:8]},shamti,out[8]);
	mux16 m9({in[15],in[15],in[15],in[15],in[15],in[15],in[15],in[15:7]},shamti,out[7]);
	mux16 m10({in[15],in[15],in[15],in[15],in[15],in[15],in[15:6]},shamti,out[6]);
	mux16 m11({in[15],in[15],in[15],in[15],in[15],in[15:5]},shamti,out[5]);
	mux16 m12({in[15],in[15],in[15],in[15],in[15:4]},shamti,out[4]);
	mux16 m13({in[15],in[15],in[15],in[15:3]},shamti,out[3]);
	mux16 m14({in[15],in[15],in[15:2]},shamti,out[2]);
	mux16 m15({in[15],in[15:1]},shamti,out[1]);
	mux16 m16(in,shamti,out[0]);
endmodule
module invert (input wire i, output wire o);
   assign o = !i;
endmodule
module and2 (input wire i0, i1, output wire o);
  assign o = i0 & i1;
endmodule
module or2 (input wire i0, i1, output wire o);
  assign o = i0 | i1;
endmodule
module xor2 (input wire i0, i1, output wire o);
  assign o = i0 ^ i1;
endmodule
module nand2 (input wire i0, i1, output wire o);
   wire t;
   and2 and2_0 (i0, i1, t);
   invert invert_0 (t, o);
endmodule
module nor2 (input wire i0, i1, output wire o);
   wire t;
   or2 or2_0 (i0, i1, t);
   invert invert_0 (t, o);
endmodule
module xnor2 (input wire i0, i1, output wire o);
   wire t;
   xor2 xor2_0 (i0, i1, t);
   invert invert_0 (t, o);
endmodule
module and3 (input wire i0, i1, i2, output wire o);
   wire t;
   and2 and2_0 (i0, i1, t);
   and2 and2_1 (i2, t, o);
endmodule
module or3 (input wire i0, i1, i2, output wire o);
   wire t;
   or2 or2_0 (i0, i1, t);
   or2 or2_1 (i2, t, o);
endmodule
module nor3 (input wire i0, i1, i2, output wire o);
   wire t;
   or2 or2_0 (i0, i1, t);
   nor2 nor2_0 (i2, t, o);
endmodule
module nand3 (input wire i0, i1, i2, output wire o);
   wire t;
   and2 and2_0 (i0, i1, t);
   nand2 nand2_1 (i2, t, o);
endmodule
module xor3 (input wire i0, i1, i2, output wire o);
   wire t;
   xor2 xor2_0 (i0, i1, t);
   xor2 xor2_1 (i2, t, o);
endmodule
module xnor3 (input wire i0, i1, i2, output wire o);
   wire t;
   xor2 xor2_0 (i0, i1, t);
   xnor2 xnor2_0 (i2, t, o);
endmodule
module mux2 (input wire i0, i1, j, output wire o);
  assign o = (j==0)?i0:i1;
endmodule
module mux4 (input wire [0:3] i, input wire j1, j0, output wire o);
  wire  t0, t1;
  mux2 mux2_0 (i[0], i[1], j1, t0);
  mux2 mux2_1 (i[2], i[3], j1, t1);
  mux2 mux2_2 (t0, t1, j0, o);
endmodule
module mux8 (input wire [0:7] i, input wire j2, j1, j0, output wire o);
  wire  t0, t1;
  mux4 mux4_0 (i[0:3], j2, j1, t0);
  mux4 mux4_1 (i[4:7], j2, j1, t1);
  mux2 mux2_0 (t0, t1, j0, o);
endmodule
module demux2 (input wire i, j, output wire o0, o1);
  assign o0 = (j==0)?i:1'b0;
  assign o1 = (j==1)?i:1'b0;
endmodule
module demux4 (input wire i, j1, j0, output wire [0:3] o);
  wire  t0, t1;
  demux2 demux2_0 (i, j1, t0, t1);
  demux2 demux2_1 (t0, j0, o[0], o[1]);
  demux2 demux2_2 (t1, j0, o[2], o[3]);
endmodule
module demux8 (input wire i, j2, j1, j0, output wire [0:7] o);
  wire  t0, t1;
  demux2 demux2_0 (i, j2, t0, t1);
  demux4 demux4_0 (t0, j1, j0, o[0:3]);
  demux4 demux4_1 (t1, j1, j0, o[4:7]);
endmodule
module df (input wire clk, in, output wire out);
  reg df_out;
  always@(posedge clk) df_out <= in;
  assign out = df_out;
endmodule
module dfr (input wire clk, reset, in, output wire out);
  wire reset_, df_in;
  invert invert_0 (reset, reset_);
  and2 and2_0 (in, reset_, df_in);
  df df_0 (clk, df_in, out);
endmodule
module dfrl (input wire clk, reset, load, in, output wire out);
  wire _in;
  mux2 mux2_0(out, in, load, _in);
  dfr dfr_1(clk, reset, _in, out);
endmodule
==> results.txt <==
Notes on the flow outputs.

- The mean number of vias per cell reads 4.36.
- The via count reads 767.
- The synthesis-to-layout area growth reads 70.3%.
- The share of the synthesized area in the top cell type reads 0.296.
- For this run, the register share of the synthesized area comes to 0.
- The mapped netlist covers 744 um^2.
- The overall global routing resource usage reads 0.0630.
- The power share of the combinational group is 1.000.
- The DRC marker count from the first detailed-route iteration reads 26.
- The via count of the first global-routing pass is 778.
- The worst-case hold path end point is out[10].
- The switching portion of total power reads 0.388.
- The critical path endpoint has a required time of 2.24 ns.
- The routability-driven placement congestion ratio reads 0.868.
- The starting density of the core reads 0.183.
- The final routed DRC violation total is 0.
- The slowest cell on the critical path is clkdlybuf4s50_1.
- The total of endpoints with negative setup slack in the final report is 0.
- STA lists the startpoint of the worst hold path as in[10].
- For this run, the chip area from Yosys synthesis comes to 744 um^2.
- The total of fill cells in the finished design reads 412.
- Grouping stages by cell kind, the critical path spends the most delay in buffers and inverters.
- The non-filler instance count after layout reads 176.
- The worst-case vdd ir drop reads 0.0495 mV.
- The cell repeated most along the worst path is a21oi_1.
- The main area contributors are mux2i_1 30%, buf_4 16%, mux4_2 12%, a21oi_1 5.4%, o22ai_1 4.2%.
- The cell count listed in synth_stat.txt reads 92.
- The post-route clock period utilization is 0.992.
- In the final report, the number of pins over their slew limit comes to 0.
- Per the OpenROAD floorplan log, the area of the die is 0.00723 mm^2.
- The I/O pin total is 36.
- For reference, the critical path cell chain is dlygate4sd2_1, buf_6, or2_2, o22ai_1, a21oi_1, a21oi_1, clkdlybuf4s50_1.
- The data arrival time of the critical path is 2.22 ns.
- The internal power component is 0.128 mW.
- The post-synthesis average cell area reads 8.09 um^2.
- The ratio of cells with drive above 1 in the final layout is 0.429.
- The worst max-slew margin expressed relative to the limit is 0.824.
- Per the summary, power density relative to cell area is 166 mW/mm^2.
- After detailed placement, the design holds a cell count of 171.
- The worst hold path cell count reads 6.
- The number of endpoints with negative hold slack in the final report is 0.
- The post-layout worst setup margin is 0.0219 ns.
- The kind of capture point of the worst setup path reads a primary output.
- The run finished with clean final reports.
- The post-synthesis cell type count is 22.
- The area of the core is 0.00406 mm^2.
- The count of buffer and inverter cells on the critical path reads 3.
- The number of antenna violations at the first check in global routing was 0.
- The routed wire length is 2.50 mm.
- The worst setup path is launched from an input port.
- The delay contributed by the slowest stage of the critical path reads 0.49 ns.
- The maximum frequency from static timing analysis reads 360 MHz.
- The largest net degree at the start of global routing is 13.
- The time the final worst path needs with I/O delays and setup is 2.78 ns.
- The minimum setup slack after placement reads -0.363 ns.
- Of the total power, registers draw 0.
- The maximum net fanout on the critical path is 7.
- The power dissipated by switching net loads reads 0.0815 mW.
- The number of logged tool warnings is 33.
- According to the floorplan report, the die height is 85 um.
- As logged by OpenROAD, the buffers inserted on ports number 36.
- The leakage power figure reads 0.567 nW.
- The cell type with the largest total area is mux2i_1.
- The startpoint-to-endpoint class of the critical path reads input port to primary output.
- The post-synthesis cell count is 92.
- The count of antenna diodes in the layout reads 0.
- The die width is 85 um.
- The placement row count is 23.
- The sequential cell count of the final layout reads 0.
- The measured slew at the worst slew-check pin is 0.256 ns.
- Buffers inserted to repair hold after CTS numbered 0.
- The classification of the worst-slack hold path is input port to primary output.
- The antenna violation net count after detailed routing is 0.
- Counting instances in the post-synthesis netlist gives the leading cell types as 22 x mux2i_1, 16 x buf_4, 8 x a21oi_1.
- The routed wire length per instance reads 14.2 um.
- Setup repair after global routing could not meet its margin everywhere.
- The most common cell in the synthesized netlist is mux2i_1.
- The report counts max-capacitance violations totalling 0.
- The count of TritonRoute iterations in the first routing pass reads 4.
- The area taken by flip-flops and latches reads 0 um^2.
- The clock network fraction of design power is 0.
- The leftover overflow at the end of global routing is 0.
- The detailed placer's ending HPWL reads 2.08 mm.
- The wire length of the first global-routing pass is 3.88 mm.
- The Yosys warning count is 0.
- Counting the clock-network buffers in the layout gives 0.
layout by cell type (no fill, tap or decap):
cell type and n:
o21ai_1 1, dlymetal6s2s_1 7, a21oi_2 1, a21oi_1 7, nor2_1 4, nor3b_2 2
nand3b_1 1, buf_6 3, nor4_1 1, mux2i_4 1, nor2_2 1, nor4_2 1
nor2b_4 1, mux2i_2 8, mux2i_1 13, inv_1 1, or2_2 2, nor3b_1 1
dlygate4sd2_1 9, nand2_1 1, clkdlybuf4s15_2 1, nor2b_2 2, buf_4 19, nand2b_1 4
clkbuf_2 1, mux4_2 4, o21ba_2 1, o22ai_1 4, o22ai_2 1, a211oi_2 3
mux2_2 2, clkdlybuf4s50_1 18
power groups by stage:
stage     sequential [mW]  combinational [mW]  clock (mW)
4_1_cts                 0               0.196           0
5_1_grt                 0               0.230           0
6_report                0               0.210           0
stage by stage:
| stage | TNS (ns) | utilization | hold WS (ns) | area, um^2 | power [mW] |
|---|---|---|---|---|---|
| 5_1_grt | -0.0766 | 0.312 | 1.88 | 1270 | 0.230 |
| 3_3_place_gp | -3.10 | 0.275 | 2.21 | 1120 | 0.190 |
| 4_1_cts | 0 | 0.287 | 2.01 | 1170 | 0.196 |
| 3_5_place_dp | -3.21 | 0.275 | 2.22 | 1120 | 0.189 |
| 6_report | 0 | 0.312 | 1.81 | 1270 | 0.210 |
| 2_1_floorplan | 0 | - | 1.36 | 744 | 0.112 |
routing by layer:
layer / GRT usage / wire [um] / vias to the layer above
li1: - / - / 392
met1: 0.0805 / 1120 / 352
met2: 0.110 / 1210 / 23
met3: 0.0154 / 171 / 0
met4: 0.00150 / 0 / 0
met5: 0 / 0 / -
tightest hold or removal path, stage by stage:
cell and delay (ns):
dlymetal6s2s_1 0.10, mux2i_1 0.09, o22ai_1 0.17, a21oi_1 0.08
o22ai_1 0.13, dlymetal6s2s_1 0.12
how the worst max path moves through the flow:
stage            start      end  slack, ns  cells past startpoint
finish        shamt[1]  out[14]       0.02                      7
global route     in[0]  out[14]      -0.06                      6
CTS             in[13]  out[13]     0.0003                      6
logic make-up after synthesis:
family | count (synthesis) | synth area share
mux | 28 | 0.447
simple gates | 21 | 0.163
buf+inv | 25 | 0.244
compound gates | 18 | 0.146
layout make-up:
| type | count | area [um^2] | area share |
|---|---|---|---|
| Inverter | 1 | 3.75 | 0.00296 |
| Multi-Input combinational cell | 67 | 662 | 0.522 |
| Tap cell | 50 | 62.6 | 0.0494 |
| Timing Repair Buffer | 58 | 539 | 0.425 |
repair_timing:
action / 4_1_cts / 5_1_grt
endpoints found under the hold margin: 0 / 0
gates resized: 21 / 30
setup buffers: 3 / 1
pin swaps: 3 / 4
cloned: 1 / 0
endpoints found under the setup margin: 16 / 13
Power and IR drop assume default switching activity.
